## flow/design.v

```verilog
module max_joltager_puzzle1(
        input logic clock, reset, en,
        input logic [3:0] next_battery,
        output logic [7:0] max_joltage
    );
    logic [7:0] high;
    logic [7:0] low;
    logic [7:0] current_joltage;
    logic [3:0] next_battery_reg;  
    logic high_bigger, low_bigger;
    assign high = {current_joltage[7:4], next_battery_reg};
    assign low = {current_joltage[3:0], next_battery_reg};
    assign high_bigger = high >= current_joltage & high >= low;
    assign low_bigger = low > current_joltage & low > high;
    always_ff @( posedge clock ) begin
        if (reset) begin
            current_joltage <= '0;
            next_battery_reg <= '0;
        end
        else if(en) begin
            next_battery_reg <= next_battery;
            if (high_bigger)
                current_joltage <= high;
            else if (low_bigger)
                current_joltage <= low;
        end
    end
    assign max_joltage = current_joltage;
endmodule
module max_joltager_puzzle2#(
    parameter NUM_ACTIVE_BATTERIES=12
    )(
        input logic clock, reset, init,
        input logic [3:0] next_battery,
        input logic [7:0] battery_pack_size,  
        output logic [4*NUM_ACTIVE_BATTERIES-1:0] active_joltage
    );
    logic [7:0] battery_counter;
    logic count_down;
    assign count_down = ~reset & ~init & battery_counter > '0;
    always_ff@(posedge clock) begin
        if(reset) begin
            battery_counter <= '0;
        end
        else begin
            if(init)
                battery_counter <= battery_pack_size;
            else if(count_down)
                battery_counter <= battery_counter - 1'b1;
        end
    end
    logic [NUM_ACTIVE_BATTERIES-1:0] load_bucket;
    logic [NUM_ACTIVE_BATTERIES-1:0] empty_bucket;
    logic [3:0] buckets [NUM_ACTIVE_BATTERIES];
    always_ff@(posedge clock) begin
        if (reset || init) begin
            for(int i=NUM_ACTIVE_BATTERIES-1;i>=0;i--) begin
                buckets[i] <= '0;
            end
        end
        else begin
            for(int i=NUM_ACTIVE_BATTERIES-1;i>=0;i--) begin
                if (load_bucket[i])
                    buckets[i] <= next_battery;
                else if (empty_bucket[i])
                    buckets[i] <= '0;
            end
        end
    end
    always_comb begin
        load_bucket = '0;
        empty_bucket = '0;
        for(int i=NUM_ACTIVE_BATTERIES-1;i>=0;i--) begin
            if(next_battery > buckets[i] && battery_counter > i) begin
                load_bucket[i] = 1'b1;
                for(int j=i-1;j>=0;j--)
                    empty_bucket[j] = 1'b1;
                break;
            end
        end
    end
   assign active_joltage = { <<4{buckets}};
endmodule
module twobcd2bin(
        input logic clock,  
        input logic [7:0] bcd,
        output logic [7:0] bin
    );
    logic [5:0] multiplied_by2;
    logic [7:0] multiplied_by8;
    assign multiplied_by2 = {bcd[7:4], 1'b0};
    assign multiplied_by8 = {1'b0, bcd[7:4], 3'b000};  
    always_ff@(posedge clock)
        bin <= (multiplied_by8 + multiplied_by2) + bcd[3:0];
endmodule
module day3_puzzle1#(
    parameter NUM_UNITS = 200
    )(
        input logic clock, reset, en,
        input logic[3:0] next_battery [NUM_UNITS],
        output logic [NUM_UNITS - 1 + 7:0] joltage_sum
    );
    generate
        genvar i;
        logic [7:0] max_joltage_bcd [NUM_UNITS];
        logic [7:0] max_joltage_bin [NUM_UNITS];
        for (i=0;i<NUM_UNITS;i++) begin
            max_joltager_puzzle1 max_joltager_inst(
                .clock(clock),
                .reset(reset),
                .en(en),
                .next_battery(next_battery[i]),
                .max_joltage(max_joltage_bcd[i])
                );
            twobcd2bin bcd2bin_inst(
                .clock(clock),
                .bcd(max_joltage_bcd[i]),
                .bin(max_joltage_bin[i])
            );
        end
        adder_tree #(.W(8), .NUM_INPUTS(NUM_UNITS)) adder_tree_inst(
            .clock(clock),
            .inputs(max_joltage_bin),
            .total_sum(joltage_sum)
        );
    endgenerate
endmodule
module day3_puzzle2#(
    parameter NUM_UNITS = 200,
    parameter NUM_ACTIVE_BATTERIES=12,
    localparam BCD_W = 4*NUM_ACTIVE_BATTERIES,
    localparam BIN_W = BCD_W*3/4+4
    )(
        input logic clock, reset, init,
        input logic[3:0] next_battery [NUM_UNITS],
        input logic[7:0] battery_pack_size [NUM_UNITS],
        output logic [BIN_W+NUM_UNITS-2:0] joltage_sum
    );
    generate
        genvar i;
        logic [BCD_W-1:0] max_joltage_bcd [NUM_UNITS];
        logic [BIN_W-1:0] max_joltage_bin [NUM_UNITS];
        logic [BIN_W-1:0] max_joltage_reg [NUM_UNITS];
        for (i=0;i<NUM_UNITS;i++) begin
            max_joltager_puzzle2 max_joltager_inst(
                .clock(clock),
                .reset(reset),
                .init(init),
                .battery_pack_size(battery_pack_size[i]),
                .next_battery(next_battery[i]),
                .active_joltage(max_joltage_bcd[i])
                );
            bcd2bin #(BIN_W) bin_converter(
                .bcd(max_joltage_bcd[i]),
                .bin(max_joltage_bin[i])
                );
        end
        always_ff@(posedge clock)
            for(int j=0;j<NUM_UNITS;j++)
                max_joltage_reg[j] <= max_joltage_bin[j];
        adder_tree #(.W(BIN_W), .NUM_INPUTS(NUM_UNITS)) adder_tree_inst(
            .clock(clock),
            .inputs(max_joltage_reg),
            .total_sum(joltage_sum)
        );
    endgenerate
endmodule
module counter #(
    parameter W = 32  
    )(
        input logic clock, reset,
        input logic load, cnt_up,
        input logic [W-1:0] cnt_in,
        output logic [W-1:0] cnt_out
    );
    var logic [W-1:0] cnt_ff = '0;
    assign cnt_out = cnt_ff;
    always_ff@(posedge clock) begin
        if (reset)
            cnt_ff <= '0;
        else if(load)
            cnt_ff <= cnt_in;
        else if(cnt_up)
            cnt_ff <= cnt_ff + 1'b1;
    end
endmodule
module bin2bcd #(
    parameter W = 32  
    )(
        input logic [W-1:0] bin,   
        output logic [W+(W-4)/3:0] bcd
    );  
  always_comb begin
    for(int i = 0; i <= W+(W-4)/3; i++) bcd[i] = 0;      
    bcd[W-1:0] = bin;                                    
    for(int i = 0; i <= W-4; i++)                        
      for(int j = 0; j <= i/3; j++)                      
        if (bcd[W-i+4*j -: 4] > 4)                       
          bcd[W-i+4*j -: 4] = bcd[W-i+4*j -: 4] + 4'd3;  
  end
endmodule
module bcd2bin #(
    parameter W = 32  
    )(
        input logic [W+(W-4)/3:0] bcd,
        output logic [W-1:0] bin
    ); 
    logic [(W+(W-4)/3)/4:0][3:0] digits;  
   always_comb begin
        bin = '0;
        digits = bcd;
        for (int i=0; i < W; i++) begin
            bin = {digits[0][0],bin[W-1:1]};
            digits >>= 1;
            for (int j=0; j<(W+(W-4)/3)/4; j++)
                if(digits[j][3] == 1'b1)  
                    digits[j] -= 4'd3;
        end
   end
endmodule
module accumulator #(
    parameter W=32
    )(
        input logic clock, reset, acc_en,
        input logic [W-1:0] next_input,
        output logic [W-1:0] current
    );
    logic [W-1:0] acc_reg = '0;
    assign current = acc_reg;
    always_ff@(posedge clock) begin
        if (reset)
            acc_reg <= '0;
        else if (acc_en)
            acc_reg <= acc_reg + next_input;
    end
endmodule
(* use_dsp = "yes" *)
module adder_cascade#(
    parameter W = 48  
    )(
        input logic clock,
        input logic signed [W-1:0] a,
        input logic signed [W-1:0] b,
        input logic signed [W-1:0] pcin,
        output logic signed [W-1:0] pcout
);
   always_ff@(posedge clock)
    pcout <= a + b + pcin;
endmodule
module CARRY8
#(
    parameter CARRY_TYPE = "SINGLE_CY8"  
)
(
    input  wire       CI,
    input  wire       CI_TOP,
    input  wire [7:0] DI,
    input  wire [7:0] S,
    output wire [7:0] CO,
    output wire [7:0] O
);
    wire _w_CO0 = (S[0]) ?     CI : DI[0];
    wire _w_CO1 = (S[1]) ? _w_CO0 : DI[1];
    wire _w_CO2 = (S[2]) ? _w_CO1 : DI[2];
    wire _w_CO3 = (S[3]) ? _w_CO2 : DI[3];
    wire _w_CI  = (CARRY_TYPE == "DUAL_CY4") ? CI_TOP : _w_CO3;
    wire _w_CO4 = (S[4]) ?  _w_CI : DI[4];
    wire _w_CO5 = (S[5]) ? _w_CO4 : DI[5];
    wire _w_CO6 = (S[6]) ? _w_CO5 : DI[6];
    wire _w_CO7 = (S[7]) ? _w_CO6 : DI[7];
    assign CO   = { _w_CO7, _w_CO6, _w_CO5, _w_CO4, _w_CO3, _w_CO2, _w_CO1, _w_CO0 };
    assign O    =  S ^ { _w_CO6, _w_CO5, _w_CO4, _w_CI, _w_CO2, _w_CO1, _w_CO0, CI };
endmodule
module CARRY4
(
    input  wire       CI,
    input  wire       CYINIT,
    input  wire [3:0] DI,
    input  wire [3:0] S,
    output wire [3:0] CO,
    output wire [3:0] O
);
    wire _w_CO0 = S[0] ? CI | CYINIT : DI[0];
    wire _w_CO1 = S[1] ?      _w_CO0 : DI[1];
    wire _w_CO2 = S[2] ?      _w_CO1 : DI[2];
    wire _w_CO3 = S[3] ?      _w_CO2 : DI[3];
    assign CO   = { _w_CO3, _w_CO2, _w_CO1, _w_CO0 };
    assign O    =  S ^ { _w_CO2, _w_CO1, _w_CO0, CI | CYINIT };
endmodule
module fast_adderNb#(
    parameter W = 8,
    parameter CARRY_PRIMITIVE = "CARRY4"  
    )(
        input logic clock,  
        input logic [W-1:0] A,B,C,
        output logic [W+1:0] P  
    );
    localparam int MSB = W + 1;
    generate
        logic [MSB+1         : 0] O5;
        logic [MSB           : 0] O6;
        logic [(MSB+8)/8*8   : 0] CY;
        logic [(MSB+8)/8*8-1 : 0] SI,DI,O;
        logic [MSB           : 0] SA,SB,SC;
        assign O5[0] = '0;
        assign CY[0] = '0;
        assign SA = {'0,A};
        assign SB = {'0,B};
        assign SC = {'0,C};
        genvar i;
        for(i=0;i<=MSB;i++) begin
            assign O6[i] = SA[i] ^ SB[i] ^ SC[i] ^ O5[i];
            assign O5[i+1] = (SA[i] & SB[i]) | (SC[i] & SB[i]) | ((SA[i] & SC[i]));
        end
        assign SI = {'0,O6};
        assign DI = {'0,O5};
        if (CARRY_PRIMITIVE == "CARRY8") begin
            for(i=0;i<=MSB/8;i++)
                CARRY8 CARRY8_inst(
                    .CI(CY[i*8]),
                    .CI_TOP('0),
                    .DI(DI[8*i+7:8*i]),
                    .S(SI[8*i+7:8*i]),
                    .CO(CY[8*i+8:8*i+1]),
                    .O(O[8*i+7:8*i]));
        end
        else if(CARRY_PRIMITIVE == "CARRY4") begin
            for(i=0;i<=MSB/4;i++) begin
                 CARRY4 CARRY4_inst(
                    .CI(CY[i*4]),
                    .CYINIT('0),
                    .DI(DI[4*i+3:4*i]),
                    .S(SI[4*i+3:4*i]),
                    .CO(CY[4*i+4:4*i+1]),
                    .O(O[4*i+3:4*i]));
            end
        end
        always_ff@(posedge clock)
            P <= O;
    endgenerate
endmodule
module adder_tree#(
    parameter W = 8,
    parameter NUM_INPUTS = 2
    )(
        input logic clock,
        input logic [W-1:0] inputs [NUM_INPUTS],
        output logic [W + NUM_INPUTS - 2:0] total_sum
    );
    generate
        genvar i;
        if (NUM_INPUTS == 2)
            always_ff@(posedge clock)
                total_sum <= inputs[0] + inputs[1];
        else if (NUM_INPUTS == 3)
            fast_adderNb #(.W(W)) fast_adderNb_inst(
                .clock(clock),
                .A(inputs[0]),
                .B(inputs[1]),
                .C(inputs[2]),
                .P(total_sum));
        else begin
            if (NUM_INPUTS % 3 == 0) begin
                logic [W + 1:0] temp_sums [NUM_INPUTS/3];
                for (i=0;i<NUM_INPUTS;i=i+3)
                    fast_adderNb #(.W(W)) fast_adderNb_inst(
                        .clock(clock),
                        .A(inputs[i]),
                        .B(inputs[i+1]),
                        .C(inputs[i+2]),
                        .P(temp_sums[i/3]));
                adder_tree #(.W(W+2), .NUM_INPUTS(NUM_INPUTS/3)) adder_tree_inst(
                    .clock(clock),
                    .inputs(temp_sums),
                    .total_sum(total_sum));
            end
            else if (NUM_INPUTS % 3 == 1) begin
               logic [W + 1:0] temp_sums [NUM_INPUTS/3 + 1];
                for (i=0;i<NUM_INPUTS-1;i=i+3)
                    fast_adderNb #(.W(W)) fast_adderNb_inst(
                        .clock(clock),
                        .A(inputs[i]),
                        .B(inputs[i+1]),
                        .C(inputs[i+2]),
                        .P(temp_sums[i/3]));
                always_ff@(posedge clock)  
                    temp_sums[NUM_INPUTS/3] <= inputs[NUM_INPUTS-1];
                adder_tree #(.W(W+2), .NUM_INPUTS(NUM_INPUTS/3 + 1)) adder_tree_inst(
                    .clock(clock),
                    .inputs(temp_sums),
                    .total_sum(total_sum));
            end
            else if (NUM_INPUTS % 3 == 2) begin
               logic [W + 1:0] temp_sums [NUM_INPUTS/3 + 1];
                for (i=0;i<NUM_INPUTS-2;i=i+3)
                    fast_adderNb #(.W(W)) fast_adderNb_inst(
                        .clock(clock),
                        .A(inputs[i]),
                        .B(inputs[i+1]),
                        .C(inputs[i+2]),
                        .P(temp_sums[i/3]));
                always_ff@(posedge clock)  
                    temp_sums[NUM_INPUTS/3] <= inputs[NUM_INPUTS-2] + inputs[NUM_INPUTS-1];
                adder_tree #(.W(W+2), .NUM_INPUTS(NUM_INPUTS/3 + 1)) adder_tree_inst(
                    .clock(clock),
                    .inputs(temp_sums),
                    .total_sum(total_sum));
            end
        end
    endgenerate
endmodule
(* use_dsp = "yes" *)
module mult24x24 (input logic clock,
                  input logic signed [23:0] A,
                  input logic signed[23:0] B,
                  output logic signed [47:0] P);
   logic signed [47:0] PL [2:0];
   logic signed [23:0] RA;
   logic signed [23:0] RB;
   always_ff@(posedge clock) begin
        RA<=A;
        RB<=B;
        PL[0]<=RA*RB;
        PL[1] <= PL[0];
        PL[2] <= PL[1];
   end
   assign P = PL[2];
endmodule
module dp_dc_ram#(
    parameter WIDTH=64,
    parameter DEPTH=512
    )(
        input logic clka, clkb, we,
        input logic[$clog2(DEPTH)-1:0] addra, addrb,
        input logic [WIDTH-1:0] dia,
        output logic [WIDTH-1:0] dob
        );
    (*ram_style="block"*) logic [WIDTH-1:0] ram [DEPTH];
    always_ff@(posedge clka)begin
        if (we)
            ram[addra] <= dia;
    end
    always_ff@(posedge clkb) begin
        dob <= ram[addrb];
    end
endmodule
```

## flow/run.sh

```bash
#!/bin/bash
# OpenROAD 26Q1-2900-gdf79404cd8, Yosys 0.63+post, stock flow scripts
make -C /OpenROAD-flow-scripts/flow DESIGN_CONFIG=/design/flow/config.mk WORK_HOME=/design/flow/orfs finish
```

## flow/config.mk

```make
export PLATFORM = sky130hd
export DESIGN_NAME = day3_puzzle1
export DESIGN_NICKNAME = day3_puzzle1
export VERILOG_FILES = /design/flow/design.v
export SDC_FILE = /design/flow/constraint.sdc
export NUM_CORES = 4
export LEC_CHECK = 1
export CORE_UTILIZATION = 30
export SYNTH_HDL_FRONTEND = slang
```

## flow/constraint.sdc

```tcl
current_design day3_puzzle1

set clk_period 12.8
set clk_io_pct 0.2

create_clock -name clk0 -period $clk_period [get_ports {clock}]

set non_clock_inputs [all_inputs -no_clocks]
set_input_delay [expr $clk_period * $clk_io_pct] -clock clk0 $non_clock_inputs
set_output_delay [expr $clk_period * $clk_io_pct] -clock clk0 [all_outputs]
```

==> Table 3: Implementation characteristics <==
Table: implementation figures

Parameter                              Value

STA
  Worst setup skew after layout    0.118 ns
  Count of final setup violators    0
  Minimum clock period after layout    5.81 ns
  Max Clk Rate    172 MHz
  Total Neg Setup Slack    0 ns
  Final Hold Fails    0
  Unrepaired setup endpoints after global routing    false
  Count of final max-slew check failures    0
  Worst-margin pin slew    0.862 ns
  Relative max-transition margin    42.1%
  Period Utilization, post-route    45.4%
  Worst setup slack after layout    6.99 ns

Yosys
  Top cell type by total area after synthesis    dfxtp_1
  Top_reg_cell synth    dfxtp_1
  Number of standard cells reported by yosys    28300
  Synthesized netlist cell count    28300
  Biggest area contributors in the synthesized netlist    dfxtp_1, ha_1, fa_1, inv_1, mux2i_1
  Chip area estimate from yosys synthesis    0.281 mm2
  Post-synthesis cell area    0.281 mm2
  Post-synth tally of flip-flops with integrated enable    0
  Yosys top cell area share    36.5%
  Number of different library cells in the post-synthesis netlist    57
  Share of async-settable or async-resettable flops after synthesis    0%
  Share of synthesized area occupied by flip-flops and latches    36.5%
  Count of warnings emitted by yosys    0
  Flops after synth    5118
  Syn Area/Cell    9.95 um2

Place
  DP HPWL    489000 um
  Total of buffers placed on input and output ports    820
  Final estimated routing congestion in global placement    0.866
  Post-placement setup slack    5.93 ns

Drt
  Avg Vias per Cell    4.26
  Count of routing violations after the opening detailed-route iteration    6710
  Detailed-route via count    181000
  Number of detailed-route iterations in the first pass    5
  DRC violations left    0
  Detailed-route wire length    631000 um
  Final ANT Viol Nets    0
  Detail-routed net length per standard cell    14.9 um

Setup path
  Crit path kind    in2reg
  Worst Path Max Fanout    88
  Cell with the most instances on the worst path    buf_4
  Worst endpoint required time    13.61 ns
  Arrival @ worst endpoint    6.62 ns
  Register-to-register path setup slack    8.47 ns
  Nature of the critical path startpoint    primary input
  Critical-path top delay cell    buf_4
  CP endpoint kind    flop
  Largest stage delay, worst path    0.71 ns
  Critical path cell sequence    buf_16, buf_4, buf_4, buf_12, buf_4, o211ai_1, a21boi_1, mux2i_1, nor2_1

Floorplan
  Core Util at FP    30.1%
  Core area    0.934 mm2
  I/O pin cnt    1010
  Die extent in y    970 um
  Chip Footprint    0.941 mm2
  Count of standard-cell rows    355
  Horiz. Die Dim    970 um

CTS
  Number of clock sinks    5118
  TritonCTS buffer count    623
  Post-cts gate resize count    0
  Clock Tree Buf Depth    5
  Hold-fix buffer count after cts    0
  Buffers inserted by post-CTS timing repair    0
  Clock slew at the register clock pins of the worst setup and hold paths    0.06 ns
  Clock tree root buffer cell    clkbuf_16
  Clock latency at the later pin of the worst-skew pair    1.07 ns
  H-tree levels    6
  Clock tree from TritonCTS    yes

Final layout
  Logic cell area    0.160 mm2
  Number of inserted filler cells in the final layout    90700
  Dominant logic cell types in the final layout    dfxtp_1, inv_1, ha_1, nor2_1, a21oi_1
  Sequential cell area    0.102 mm2
  Share of post-route cells with drive strength above 1    3.82%
  Relative area change from synthesis to final layout    15.7%
  Most used logic cell in the final layout    dfxtp_1

Hold path
  Tightest Hold Check Type    reg2reg

Run
  Max cap viols    0
  Total tool warning count    846

Status
  Run status    finished clean

Power
  Pleak    143 nW
  VDD IR max    0.185 mV
  Overall power    0.0425 W
  PwrDens    131 mW/mm2

Global route
  Global-route usage over all layers    13.8%
  Antenna violations before repair    97
  Vias in the first global route    180000
  Pin count of the biggest net entering global routing    142
  Global-route congestion overflow total    0
  First-pass GRT wire length    1000000 um
## routing by layer
metal  up-vias  wire length [um]  track usage, %
met1     83400            302000            20.2
met4        28             18900            3.47
met2      2561            272000            20.9
met3       914             37200            3.41
li1      93700                 -               -
met5         -               185               0
## logic make-up (layout without fill, tap and decap cells)
group,count (synthesis),count (layout),synth area share [%]
adders and majority gates,5811,5811,28.8
DFF,5118,5118,36.5
buffers and inverters,4960,6386,6.88
and+or+nand+nor,4602,4602,6.98
AOI/OAI and AO/OA,4318,4318,9.44
xor gates and xnor gates,1971,1971,6.14
muxes,1480,1480,5.27
other,1,243,0.00133
## area by class of cell
cell class,instances,area share (%)
multi-input combinational,18400,49.2
inverter,4355,5.03
clock inverter,234,1.01
tap,12500,4.81
sequential,5118,31.5
antenna,54,0.0416
timing repair buffer,926,2.81
clock buffer,871,5.57
## synthesized netlist by cell type, types with 3 or more instances
| cell | instances |
|---|---|
| a21boi_1 | 172 |
| and4_1 | 15 |
| a21oi_1 | 1990 |
| a221oi_1 | 5 |
| ha_1 | 4027 |
| mux2i_1 | 1480 |
| clkbuf_1 | 360 |
| o21bai_1 | 7 |
| o22ai_1 | 16 |
| xor2_1 | 758 |
| o21a_1 | 372 |
| inv_1 | 4355 |
| a211oi_1 | 6 |
| and2_1 | 13 |
| a21o_1 | 1079 |
| xnor2_1 | 1213 |
| o211ai_1 | 190 |
| a21bo_2 | 3 |
| a211o_1 | 3 |
| o2111a_1 | 3 |
| nand3_1 | 56 |
| maj3_1 | 500 |
| buf_4 | 189 |
| nor2_1 | 3588 |
| nand2_1 | 60 |
| nor2b_1 | 421 |
| o31a_1 | 4 |
| o21ai_1 | 13 |
| and3_1 | 20 |
| nand2b_1 | 402 |
| buf_1 | 55 |
| fa_1 | 1278 |
| dfxtp_1 | 5118 |
| a21boi_0 | 20 |
| o21ai_0 | 378 |
| or2_2 | 17 |
| maj3_2 | 6 |
| o221ai_1 | 3 |
| a31oi_1 | 6 |
| o31ai_1 | 6 |
| o311a_1 | 15 |
| nor3_1 | 5 |
| a41oi_1 | 14 |
## through the flow
step | utilization [%] | cells | hold slack, ns | instance area [um2]
after global placement | 32.5 | 41300 | 0.314 | 304000
after global routing | 34.8 | 42400 | 0.331 | 325000
after CTS | 34.8 | 42400 | 0.326 | 325000
final | 34.8 | 42400 | 0.326 | 325000
after detailed placement | 32.5 | 41300 | 0.314 | 304000
after floorplan | - | 28400 | 0.310 | 282000
## final timing paths
kind                                                     start                                      endpoint  cells after the start
hold reg to reg   adder_tree_inst.genblk1.genblk1.temp_sums[1]                                          flop                      0
hold / removal    adder_tree_inst.genblk1.genblk1.temp_sums[1]                                          flop                      0
setup reg to reg                                          flop                                          flop                     15
setup / recovery                                            en  genblk1[76].max_joltager_inst.max_joltage[1]                      9
## worst max-delay path: cells and delay by family
family	cells	cell delay (ns)
AOI/OAI and AO/OA	2	0.75
and+or+nand+nor	1	0.06
buffers and inverters	5	2.77
muxes	1	0.24
## where the power goes
group	switching (W)	internal, W	leakage [nW]
Combinational	0.00389	0.00275	91.4
Clock	0.00718	0.0112	10.5
Sequential	0.000653	0.0168	41.6
No activity file was given, so power comes from the tool's default toggle rates.
